==> flow/constraint.sdc <==
current_design top

set clk_period 6.9
set clk_io_pct 0.2

create_clock -name clk0 -period $clk_period [get_ports {clock}]

set non_clock_inputs [all_inputs -no_clocks]
set_input_delay [expr $clk_period * $clk_io_pct] -clock clk0 $non_clock_inputs
set_output_delay [expr $clk_period * $clk_io_pct] -clock clk0 [all_outputs]
==> flow/design.v <==
module clock_divisor (
    input  logic clk,         
    input  logic rst_i,       
    output logic pulse_1hz,   
    output logic pulse_500ms  
);
    localparam int COUNT_MAX    = 100000000 - 1;
    localparam int COUNT_500MS  = 50000000  - 1;
    logic [26:0] counter;
    always_ff @(posedge clk or posedge rst_i) begin
        if (rst_i) begin
            counter      <= 0;
            pulse_1hz    <= 0;
            pulse_500ms  <= 0;
        end else begin
            counter <= counter + 1;
            if (counter == COUNT_MAX) begin
                counter <= 0;
                pulse_1hz <= 1;
            end else begin
                pulse_1hz <= 0;
            end
            if (counter == COUNT_500MS || counter == 0) begin
                pulse_500ms <= ~pulse_500ms;
            end
        end
    end
endmodule
module debounce #(
    parameter [31:0] DELAY = 500000
) (
    input wire clk_i,
    input wire rst_i,         
    input wire key_i,
    output wire debkey_o
);
    typedef enum logic [2:0] {
        IDLE = 0,
        PRESS_WAIT = 1, 
        PRESSED = 2,
        RELEASE_WAIT = 3,
        PULSE = 4
    } state_t;
    state_t state;
    logic intclock;
    logic [31:0] clockdiv;   
    always_ff @(posedge clk_i or posedge rst_i) begin
        if (rst_i) begin   
            state <= IDLE;
        end else begin
            case(state)
                IDLE: begin
                    if (intclock && key_i) begin
                        state <= PRESS_WAIT;
                    end
                end
                PRESS_WAIT: begin
                    if (intclock) begin
                        if (key_i) begin
                            state <= PRESSED;
                        end else begin
                            state <= IDLE;
                        end
                    end
                end
                PRESSED: begin
                    if (intclock && !key_i) begin
                        state <= RELEASE_WAIT;
                    end
                end
                RELEASE_WAIT: begin
                    if (intclock) begin
                        if (!key_i) begin
                            state <= PULSE;
                        end else begin
                            state <= PRESSED;
                        end
                    end
                end
                PULSE: begin
                    state <= IDLE;
                end
                default: state <= IDLE;
            endcase
        end
    end
    always_ff @(posedge clk_i or posedge rst_i) begin
        if (rst_i) begin   
            clockdiv <= 0;
            intclock <= 1'b0;
        end else begin
            if (clockdiv < DELAY) begin   
                clockdiv <= clockdiv + 1;
                intclock <= 1'b0;
            end else begin
                clockdiv <= 0;
                intclock <= 1'b1;   
            end
        end
    end
    assign debkey_o = (state == PULSE);
endmodule
module dspl_drv_8dig
(
	input wire clock,
	input wire reset,
	input wire [5:0] d8, d7, d6, d5, d4, d3, d2, d1,
	output reg [7:0] an, dec_ddp
);
	parameter [31:0] HALF_MS_COUNT=50000;
	reg ck_1KHz;
	reg [2:0] dig_selection;
	reg [4:0] selected_dig;
	always @(posedge clock, posedge reset) begin : P1
		reg [31:0] count_50K;
		if (reset == 1'b1) begin
			count_50K = 0;
			ck_1KHz <= 1'b0;
		end else begin
			count_50K = count_50K + 1;
			if ((count_50K == (HALF_MS_COUNT - 1))) begin
				count_50K = 0;
				ck_1KHz <=  ~ck_1KHz;
			end
		end
	end
	always @(posedge ck_1KHz, posedge reset) begin
		if (reset == 1'b1) begin
			dig_selection <= {3{1'b0}};
			an <= {8{1'b1}};
		end else begin
			if (dig_selection == 3'b111) begin
				dig_selection <= {3{1'b0}};
			end
			else begin
				dig_selection <= dig_selection + 1;
			end
			if (dig_selection == 3'b000) begin
				selected_dig <= d1[4:0];
				an <= {7'b1111111, ~d1[5]};
			end
			else if (dig_selection == 3'b001) begin
				selected_dig <= d2[4:0];
				an <= {6'b111111, ~d2[5],1'b1};
			end
			else if (dig_selection == 3'b010) begin
				selected_dig <= d3[4:0];
				an <= {5'b11111, ~d3[5],2'b11};
			end
			else if (dig_selection == 3'b011) begin
				selected_dig <= d4[4:0];
				an <= {4'b1111, ~d4[5],3'b111};
			end
			else if (dig_selection == 3'b100) begin
				selected_dig <= d5[4:0];
				an <= {3'b111, ~d5[5],4'b1111};
			end
			else if (dig_selection == 3'b101) begin
				selected_dig <= d6[4:0];
				an <= {2'b11, ~d6[5],5'b11111};
			end
			else if (dig_selection == 3'b110) begin
				selected_dig <= d7[4:0];
				an <= {1'b1, ~d7[5],6'b111111};
			end
			else begin
				selected_dig <= d8[4:0];
				an <= { ~d8[5],7'b1111111};
			end
		end
	end
	always @(*) begin
		case (selected_dig[4:1])
		4'b0000 : dec_ddp[7:1] <= 7'b0000001;  
		4'b0001 : dec_ddp[7:1] <= 7'b1001111;  
		4'b0010 : dec_ddp[7:1] <= 7'b0010010;  
		4'b0011 : dec_ddp[7:1] <= 7'b0000110;  
		4'b0100 : dec_ddp[7:1] <= 7'b1001100;  
		4'b0101 : dec_ddp[7:1] <= 7'b0100100;  
		4'b0110 : dec_ddp[7:1] <= 7'b0100000;  
		4'b0111 : dec_ddp[7:1] <= 7'b0001111;  
		4'b1000 : dec_ddp[7:1] <= 7'b0000000;  
		4'b1001 : dec_ddp[7:1] <= 7'b0000100;  
		4'b1010 : dec_ddp[7:1] <= 7'b0001000;  
		4'b1011 : dec_ddp[7:1] <= 7'b1100000;  
		4'b1100 : dec_ddp[7:1] <= 7'b0110001;  
		4'b1101 : dec_ddp[7:1] <= 7'b1000010;  
		4'b1110 : dec_ddp[7:1] <= 7'b0110000;  
		default : dec_ddp[7:1] <= 7'b0111000;  
		endcase
		dec_ddp[0] <= selected_dig[0];
	end
endmodule
module top (
input logic clock,  
input logic reset,  
input logic mode_buttonBTNC,  
input logic add_buttonBTNR,  
input logic sub_buttonBTNL,  
output logic [7:0] AN,
output logic [7:0] DIGIT
);
parameter [31:0] DEB_DELAY = 1000000;
parameter [31:0] HALF_MS_COUNT=50000;
logic[5:0] d1, d2, d3, d4, d5, d6, d7, d8;  
logic pulse_1hz;  
logic pulse_500ms;  
logic mode_buttonDEBOUNCED;
logic add_buttonDEBOUNCED;
logic sub_buttonDEBOUNCED;
debounce #(
    .DELAY(DEB_DELAY)
    ) 
mode(
    .clk_i(clock),
    .rst_i(reset),
    .key_i(mode_buttonBTNC),
    .debkey_o(mode_buttonDEBOUNCED)
);
debounce #(
    .DELAY(DEB_DELAY)
    ) 
add(
    .clk_i(clock),
    .rst_i(reset),
    .key_i(add_buttonBTNR),
    .debkey_o(add_buttonDEBOUNCED)
);
debounce #(
    .DELAY(DEB_DELAY)
    ) 
sub(
    .clk_i(clock),
    .rst_i(reset),
    .key_i(sub_buttonBTNL),
    .debkey_o(sub_buttonDEBOUNCED)
);
dspl_drv_8dig 
	display(
		.clock(clock),
		.reset(reset),
		.d1(d1),
		.d2(d2),
		.d3(d3),
		.d4(d4),
		.d5(d5),
		.d6(d6),
		.d7(d7),
		.d8(d8),
		.an(AN),
		.dec_ddp(DIGIT)
	);
clock_divisor   divisor(
    .clk(clock),         
    .rst_i(reset),       
    .pulse_1hz(pulse_1hz),   
    .pulse_500ms(pulse_500ms)  
);
watch_interface  main( 
    .clock(clock),  
    .reset(reset),  
    .pulse_1hz(pulse_1hz),  
    .pulse_500ms(pulse_500ms),  
    .mode_button(mode_buttonDEBOUNCED),
    .add_button(add_buttonDEBOUNCED),
    .sub_button(sub_buttonDEBOUNCED),
    .d1(d1),
    .d2(d2),
    .d3(d3),
    .d4(d4),
    .d5(d5),
    .d6(d6),
    .d7(d7),
    .d8(d8)
);
endmodule
module watch_interface ( 
input logic clock,  
input logic reset,  
input logic pulse_1hz,  
input logic pulse_500ms,  
input logic mode_button,
input logic add_button,
input logic sub_button,
output logic[5:0] d1, d2, d3, d4, d5, d6, d7, d8  
);
typedef enum logic [2:0] {  
    RUN,
    SET_HOURS,
    SET_MINUTES,
    SET_SECONDS
} state_t;
state_t EA;
logic [3:0] U_seconds, D_seconds;
logic [3:0] U_minutes, D_minutes;
logic [3:0] U_hours, D_hours;
always_ff @(posedge clock, posedge reset)begin
    if(reset)begin
        EA <= RUN;
    end else begin
        case(EA)
            RUN:begin
                if(mode_button) begin   EA <= SET_HOURS;        
                end else EA <= RUN;
            end
            SET_HOURS:begin
                if(mode_button) begin   EA <= SET_MINUTES;        
                end else EA <= SET_HOURS;
            end
            SET_MINUTES:begin
                if(mode_button) begin   EA <= SET_SECONDS;        
                end else EA <= SET_MINUTES;
            end
            SET_SECONDS:begin
                if(mode_button) begin   EA <= RUN;        
                end else EA <= SET_SECONDS;
            end
        endcase
    end
end
always_ff @(posedge clock, posedge reset) begin  
    if(reset) begin
        U_hours <=0;
        U_minutes <=0;
        U_seconds <=0;
        D_hours <=0;
        D_minutes <=0;
        D_seconds <=0;
    end else begin
        case (EA)
            RUN: begin
                if(pulse_1hz) begin
                if (U_seconds < 9) begin
                    U_seconds <= U_seconds + 1;
                end else begin
                    U_seconds <= 0;
                    if (D_seconds < 5) begin
                        D_seconds <= D_seconds + 1;
                    end else begin
                        D_seconds <= 0;
                        if (U_minutes < 9) begin
                            U_minutes <= U_minutes + 1;
                        end else begin
                            U_minutes <= 0;
                            if (D_minutes < 5) begin
                                D_minutes <= D_minutes + 1;
                            end else begin
                                D_minutes <= 0;
                                if (D_hours < 2 || (D_hours == 2 && U_hours < 3)) begin
                                    if (U_hours < 9) begin
                                        U_hours <= U_hours + 1;
                                    end else begin
                                        U_hours <= 0;
                                        D_hours <= D_hours + 1;
                                    end
                                end else begin
                                    U_hours <= 0;
                                    D_hours <= 0;
                                end
                            end
                        end
                    end
                end
            end
            end
SET_HOURS: begin
    if (add_button) begin
        if (D_hours < 2 || (D_hours == 2 && U_hours < 3)) begin
            if (U_hours < 9)
                U_hours <= U_hours + 1;
            else begin
                U_hours <= 0;
                D_hours <= D_hours + 1;
            end
        end else begin
            U_hours <= 0;
            D_hours <= 0;
        end
    end else if (sub_button) begin
        if (D_hours > 0 || (D_hours == 0 && U_hours > 0)) begin
            if (U_hours > 0)
                U_hours <= U_hours - 1;
            else begin
                U_hours <= 9;
                D_hours <= D_hours - 1;
            end
        end else begin
            U_hours <= 3;
            D_hours <= 2;
        end
    end
end
SET_MINUTES: begin
    if (add_button) begin
        if (D_minutes < 5) begin
            if (U_minutes < 9)
                U_minutes <= U_minutes + 1;
            else begin
                U_minutes <= 0;
                D_minutes <= D_minutes + 1;
            end
        end else begin
            U_minutes <= 0;
            D_minutes <= 0;
        end
    end else if (sub_button) begin
        if (D_minutes > 0 || (D_minutes == 0 && U_minutes > 0)) begin
            if (U_minutes > 0)
                U_minutes <= U_minutes - 1;
            else begin
                U_minutes <= 9;
                D_minutes <= D_minutes - 1;
            end
        end else begin
            U_minutes <= 9;
            D_minutes <= 5;
        end
    end
end
SET_SECONDS: begin
    if (add_button) begin
        if (D_seconds < 5) begin
            if (U_seconds < 9)
                U_seconds <= U_seconds + 1;
            else begin
                U_seconds <= 0;
                D_seconds <= D_seconds + 1;
            end
        end else begin
            U_seconds <= 0;
            D_seconds <= 0;
        end
    end else if (sub_button) begin
        if (D_seconds > 0 || (D_seconds == 0 && U_seconds > 0)) begin
            if (U_seconds > 0)
                U_seconds <= U_seconds - 1;
            else begin
                U_seconds <= 9;
                D_seconds <= D_seconds - 1;
            end
        end else begin
            U_seconds <= 9;
            D_seconds <= 5;
        end
    end
end
            default: ; 
        endcase
    end
end
always_ff @(posedge clock)begin 
    case(EA)
        RUN: begin
            d8 <= {1'b1, D_hours, 1'b1};         
            d7 <= {1'b1, U_hours, 1'b1};         
            d6 <= {1'b0, 4'b0000, 1'b1};               
            d5 <= {1'b1, D_minutes , 1'b1};       
            d4 <= {1'b1, U_minutes , 1'b1};       
            d3 <= {1'b0, 4'b0000, 1'b1};               
            d2 <= {1'b1, D_seconds , 1'b1};       
            d1 <= {1'b1, U_seconds , 1'b1};       
        end
        SET_HOURS: begin
            d8 <= {pulse_500ms, D_hours , 1'b1};         
            d7 <= {pulse_500ms, U_hours , 1'b1};         
            d6 <= {1'b0, 4'b0000, 1'b1};               
            d5 <= {1'b1, D_minutes , 1'b1};       
            d4 <= {1'b1, U_minutes , 1'b1};       
            d3 <= {1'b0, 4'b0000, 1'b1};               
            d2 <= {1'b1, D_seconds , 1'b1};       
            d1 <= {1'b1, U_seconds , 1'b1};       
        end
        SET_MINUTES: begin
            d8 <= {1'b1, D_hours , 1'b1};         
            d7 <= {1'b1, U_hours , 1'b1};         
            d6 <= {1'b0, 4'b0000, 1'b1};               
            d5 <= {pulse_500ms, D_minutes , 1'b1};       
            d4 <= {pulse_500ms, U_minutes , 1'b1};       
            d3 <= {1'b0, 4'b0000, 1'b1};               
            d2 <= {1'b1, D_seconds , 1'b1};       
            d1 <= {1'b1, U_seconds , 1'b1};       
        end
        SET_SECONDS: begin
            d8 <= {1'b1, D_hours , 1'b1};         
            d7 <= {1'b1, U_hours , 1'b1};         
            d6 <= {1'b0, 4'b0000, 1'b1};               
            d5 <= {1'b1, D_minutes , 1'b1};       
            d4 <= {1'b1, U_minutes , 1'b1};       
            d3 <= {1'b0, 4'b0000, 1'b1};               
            d2 <= {pulse_500ms, D_seconds , 1'b1};       
            d1 <= {pulse_500ms, U_seconds , 1'b1};       
        end
    endcase
end
endmodule
==> flow/config.mk <==
export PLATFORM = sky130hd
export DESIGN_NAME = top
export DESIGN_NICKNAME = top
export VERILOG_FILES = /design/flow/design.v
export SDC_FILE = /design/flow/constraint.sdc
export NUM_CORES = 4
export LEC_CHECK = 1
export CORE_UTILIZATION = 30
==> flow/run.sh <==
#!/bin/bash
# OpenROAD 26Q1-2900-gdf79404cd8, Yosys 0.63+post, stock flow scripts
make -C /OpenROAD-flow-scripts/flow DESIGN_CONFIG=/design/flow/config.mk WORK_HOME=/design/flow/orfs finish
==> results_dict.tcl <==
# metrics dict for downstream scripts
set metrics [dict create \
    ys_chip_area_um2 11800 \
    maxCapViolCount 0 \
    gp_congestion 0.883 \
    slew_headroom_pct 43.4 \
    endpoint_kind "register" \
    total_leakage_power_uw 0.00563 \
    syn_inst 1164 \
    ios 21 \
    core_um2 38800 \
    fin_cells 1756 \
    antenna_cells 0 \
    critPathKind "reg -> reg" \
    unclocked_pins 20 \
    maxSlewViolCount 0 \
    drive_gt1_share_pct 7.11 \
    yosysUniqueCellTypes 75 \
    clk_pin_slew_ns 0.05 \
    overflow 0 \
    yosysWarnings 4 \
    grt_usage_pct 11.0 \
    place_inst 1709 \
    die_area_um2 40300 \
    fmax_ghz 0.349 \
    ys_cells 1164 \
    drtIter0Drc 506 \
    clkLatencyLatePin_ns 0.53 \
    postCtsSetupBuffers 0 \
    cts_buffer_depth 3 \
    num_rows 72 \
    die_y_um 201 \
    fin_crit_ns 2.87 \
    drtPass1Iterations 5 \
    irDropWorstVdd_mv 0.146 \
    avgSynthCellArea_um2 10.2 \
    ff_type "dfrtp_1" \
    timing.setup.tns_ns 0 \
    untimed_endpoints 37 \
    grt_max_degree 123 \
    setup-violations-final 0 \
    nFillCells 3731 \
    ys_seq_share_pct 54.1 \
    wire_per_inst_um 12.1 \
    cts_buffers 26 \
    startpoint_type "register" \
    ys_seq_elements 251 \
    tightest_slew_ns 0.850 \
    syn_area_um2 11800 \
    p_per_area_nw_per_um2 211 \
    rsz0062_at_grt "false" \
    whs_ns 0.454 \
    hold_class "reg -> reg" \
    drt_wl_total_um 21200 \
    cp.arrival_ns 3.26 \
    ctsHoldBuffers 0 \
    min_period_over_period_pct 41.6 \
    grt_pass1_vias 7837 \
    hold_viol 0 \
    viasPerCell 4.68 \
    async_flop_share_pct 84.9 \
    edf_count 31 \
    die_x_um 201 \
    ctsResizeCount 0 \
    ant_nets 0 \
    cp.required_ns 7.29 \
    cts_tree "yes" \
    initial_core_util_pct 30.5 \
    port_buffers 17 \
    status "finished clean" \
    tool_warnings 47 \
    grt_pass1_wl_um 37400 \
    grt_antenna_before_repair 0 \
    place_hpwl_um 14100 \
    vias 8215 \
    synthToLayoutAreaGrowth_pct 15.0 \
    drc_errors 0 \
    finalPower_uw 2880 \
    cp_max_fo 10 \
    htree_levels 1 \
    cts_root_buffer "clkbuf_16" \
    finClkSkew_ns 0.00628 \
]
==> synth_stat cells (26+ instances only) <==
master	n	share of area, %
a21oi_1	53	2.2
and3_1	27	1.4
clkbuf_1	26	0.82
dfrtp_1	203	43
edfxtp_1	31	7.9
ha_1	34	3.6
inv_1	61	1.9
nand2_1	87	2.8
nand3_1	67	2.8
nor2_1	139	4.4
o21ai_0	55	2.3
xnor2_1	48	3.5
xor2_1	56	4.1
==> critical path: stages (launching register included) <==
cell	delay [ns]
dfrtp_1	0.45
ha_1	0.26
nand3_1	0.19
nor3_1	0.36
and3_1	0.25
mux2_2	0.35
nor4_2	0.24
o2111a_1	0.52
xor2_2	0.11
==> registers in the layout, summed over array words and instances, names as in the netlist, 5 cells and up, named ones only <==
| name | cells |
|---|---|
| DIGIT | 7 |
| add.clockdiv | 32 |
| add.state | 5 |
| display.P1.count_50K | 32 |
| display.an | 6 |
| divisor.counter | 27 |
| main.d2 | 5 |
| main.d5 | 5 |
| main.d8 | 5 |
| mode.clockdiv | 32 |
| mode.state | 5 |
| sub.clockdiv | 32 |
| sub.state | 5 |
==> stage by stage <==
step                utilization (%)  setup slack [ns]  area (um2)
finish                         35.1              4.03       13600
global route                   35.1              3.76       13600
CTS                            35.1              4.04       13600
detailed placement             32.8              3.53       12700
global placement               32.8              3.54       12700
floorplan                         -              2.45       12000
==> report_power, final <==
group / leakage [uW] / total [uW] / switching [uW] / internal [uW]
Combinational: 0.00209 / 59.9 / 42.7 / 17.1
Clock: 0.000444 / 1410 / 544 / 868
Sequential: 0.00310 / 1400 / 8.11 / 1390
Total: 0.00563 / 2880 / 595 / 2280
==> layer usage <==
layer	up-vias	part of all wire [%]	global-route usage, %
met3	27	3.8	1.68
met1	3912	51	18.2
met2	114	44	16.2
met5	-	0	0
li1	4162	-	-
met4	0	1.5	1.55
==> layout by cell type (no fill, tap or decap), drive strengths merged, types with 8 or more instances in the layout <==
| master | count |
|---|---|
| nor2b | 14 |
| dfrtp | 203 |
| a21oi | 53 |
| clkdlybuf4s50 | 17 |
| dfstp | 10 |
| edfxtp | 31 |
| nor3 | 22 |
| o31ai | 12 |
| xnor2 | 48 |
| or2 | 10 |
| o21ai | 57 |
| o22ai | 11 |
| xor2 | 57 |
| or3 | 19 |
| buf | 8 |
| nor4 | 28 |
| nor2 | 139 |
| conb | 39 |
| clkinv | 9 |
| and3 | 27 |
| ha | 34 |
| inv | 60 |
| clkbuf | 35 |
| nand3 | 68 |
| nand4 | 25 |
| a31oi | 10 |
| nand2 | 87 |
==> kinds of logic (layout without fill, tap and decap cells) <==
group | count (synthesis) | count (layout) | synth area share, %
DFF | 251 | 251 | 54.1
adders and majority gates | 34 | 34 | 3.59
xor gates and xnor gates | 105 | 105 | 7.83
other | 2 | 39 | 0.0634
AOI/OAI and AO/OA | 197 | 197 | 10.4
buffers and inverters | 97 | 134 | 3.27
muxes | 10 | 10 | 0.898
and+or+nand+nor | 468 | 468 | 19.8
==> final timing paths <==
| kind | from | end | slack, ns | cells after the start |
|---|---|---|---|---|
| setup / recovery | display.P1.count_50K[0]$_DFF_PP0_ | display.ck_1KHz$_DFFE_PP0N_ | 4.03 | 8 |
| hold / removal | mode.clockdiv[0]$_DFF_PP0_ | mode.clockdiv[0]$_DFF_PP0_ | 0.45 | 1 |
| max in group asynchronous | reset | mode.clockdiv[9]$_DFF_PP0_ | 4.15 | 4 |
| hold reg to reg | mode.clockdiv[0]$_DFF_PP0_ | mode.clockdiv[0]$_DFF_PP0_ | 0.45 | 1 |
| min in group asynchronous | reset | main.D_hours[0]$_DFFE_PP0P_ | 1.64 | 3 |
| setup reg to reg | display.P1.count_50K[0]$_DFF_PP0_ | display.ck_1KHz$_DFFE_PP0N_ | 4.03 | 8 |
==> layout make-up <==
cell class              instances  area, um2  share of cell area (%)
multi-input cells             853       5180                    38.0
clock buffers                  35        744                    5.47
inverters                      62        236                    1.74
clock inverters                12        153                    1.12
well taps                     518        648                    4.76
repair buffers                 25        243                    1.78
flip-flops and latches        251       6410                    47.1
Power is estimated from default activity; no workload was simulated.
