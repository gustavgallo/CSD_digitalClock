<file path="flow/run.sh">
#!/bin/bash
# OpenROAD 26Q1-2900-gdf79404cd8, Yosys 0.63+post, stock flow scripts
make -C /OpenROAD-flow-scripts/flow DESIGN_CONFIG=/design/flow/config.mk WORK_HOME=/design/flow/orfs finish
</file>
<file path="flow/config.mk">
export PLATFORM = sky130hd
export DESIGN_NAME = watch_interface_bug
export DESIGN_NICKNAME = watch_interface_bug
export VERILOG_FILES = /design/flow/design.v
export SDC_FILE = /design/flow/constraint.sdc
export NUM_CORES = 4
export LEC_CHECK = 1
export CORE_UTILIZATION = 30
</file>
<file path="flow/constraint.sdc">
current_design watch_interface_bug

set clk_period 4.2
set clk_io_pct 0.2

create_clock -name clk0 -period $clk_period [get_ports {clock}]

set non_clock_inputs [all_inputs -no_clocks]
set_input_delay [expr $clk_period * $clk_io_pct] -clock clk0 $non_clock_inputs
set_output_delay [expr $clk_period * $clk_io_pct] -clock clk0 [all_outputs]
</file>
<file path="flow/design.v">
module watch_interface_bug (  
input logic clock,  
input logic reset,  
input logic pulse_1hz,  
input logic pulse_500ms,  
input logic mode_button,
input logic add_button,
input logic sub_button,
output logic[5:0] d1, d2, d3, d4, d5, d6, d7, d8,  
output logic[3:0] U_seconds, U_hours
);
typedef enum logic [2:0] {  
    RUN,
    SET_HOURS,
    SET_MINUTES,
    SET_SECONDS
} state_t;
state_t EA;
logic [3:0] U_seconds, D_seconds;
logic [3:0] U_minutes, D_minutes;
logic [3:0] U_hours, D_hours;
always_ff @(posedge clock, posedge reset)begin
    if(reset)begin
        EA <= RUN;
    end else begin
        case(EA)
            RUN:begin
                if(mode_button) begin   EA <= SET_HOURS;        
                end else EA <= RUN;
            end
            SET_HOURS:begin
                if(mode_button) begin   EA <= SET_MINUTES;        
                end else EA <= SET_HOURS;
            end
            SET_MINUTES:begin
                if(mode_button) begin   EA <= SET_SECONDS;        
                end else EA <= SET_MINUTES;
            end
            SET_SECONDS:begin
                if(mode_button) begin   EA <= RUN;        
                end else EA <= SET_SECONDS;
            end
        endcase
    end
end
always_ff @(posedge clock, posedge reset) begin  
    if(reset) begin
        U_hours <=0;
        U_minutes <=0;
        U_seconds <=0;
        D_hours <=0;
        D_minutes <=0;
        D_seconds <=0;
    end else begin
        case (EA)
            RUN: begin
                if(pulse_1hz) begin
                if (U_seconds < 15) begin
                    U_seconds <= U_seconds + 1;
                end else begin
                    U_seconds <= 0;
                    if (D_seconds < 5) begin
                        D_seconds <= D_seconds + 1;
                    end else begin
                        D_seconds <= 0;
                        if (U_minutes < 9) begin
                            U_minutes <= U_minutes + 1;
                        end else begin
                            U_minutes <= 0;
                            if (D_minutes < 5) begin
                                D_minutes <= D_minutes + 1;
                            end else begin
                                D_minutes <= 0;
                                if (D_hours < 2 || (D_hours == 2 && U_hours < 3)) begin
                                    if (U_hours < 9) begin
                                        U_hours <= U_hours + 1;
                                    end else begin
                                        U_hours <= 0;
                                        D_hours <= D_hours + 1;
                                    end
                                end else begin
                                    U_hours <= 0;
                                    D_hours <= 0;
                                end
                            end
                        end
                    end
                end
            end
            end
SET_HOURS: begin
    if (add_button) begin
        if (D_hours < 2 || (D_hours == 2 && U_hours < 3)) begin
            if (U_hours < 9)
                U_hours <= U_hours + 1;
            else begin
                U_hours <= 0;
                D_hours <= D_hours + 1;
            end
        end else begin
            U_hours <= 0;
            D_hours <= 0;
        end
    end else if (sub_button) begin
           U_hours <= U_hours - 1;
    end
end
SET_MINUTES: begin
    if (add_button) begin
        if (D_minutes < 5) begin
            if (U_minutes < 9)
                U_minutes <= U_minutes + 1;
            else begin
                U_minutes <= 0;
                D_minutes <= D_minutes + 1;
            end
        end else begin
            U_minutes <= 0;
            D_minutes <= 0;
        end
    end else if (sub_button) begin
        if (D_minutes > 0 || (D_minutes == 0 && U_minutes > 0)) begin
            if (U_minutes > 0)
                U_minutes <= U_minutes - 1;
            else begin
                U_minutes <= 9;
                D_minutes <= D_minutes - 1;
            end
        end else begin
            U_minutes <= 9;
            D_minutes <= 5;
        end
    end
end
SET_SECONDS: begin
    if (add_button) begin
        if (D_seconds < 5) begin
            if (U_seconds < 9)
                U_seconds <= U_seconds + 1;
            else begin
                U_seconds <= 0;
                D_seconds <= D_seconds + 1;
            end
        end else begin
            U_seconds <= 0;
            D_seconds <= 0;
        end
    end else if (sub_button) begin
        if (D_seconds > 0 || (D_seconds == 0 && U_seconds > 0)) begin
            if (U_seconds > 0)
                U_seconds <= U_seconds - 1;
            else begin
                U_seconds <= 9;
                D_seconds <= D_seconds - 1;
            end
        end else begin
            U_seconds <= 9;
            D_seconds <= 5;
        end
    end
end
            default: ; 
        endcase
    end
end
always_ff @(posedge clock)begin 
    case(EA)
        RUN: begin
            d8 <= {1'b1, D_hours, 1'b1};         
            d7 <= {1'b1, U_hours, 1'b1};         
            d6 <= {1'b0, 4'b0000, 1'b1};               
            d5 <= {1'b1, D_minutes , 1'b1};       
            d4 <= {1'b1, U_minutes , 1'b1};       
            d3 <= {1'b0, 4'b0000, 1'b1};               
            d2 <= {1'b1, D_seconds , 1'b1};       
            d1 <= {1'b1, U_seconds , 1'b1};       
        end
        SET_HOURS: begin
            d8 <= {pulse_500ms, D_hours , 1'b1};         
            d7 <= {pulse_500ms, U_hours , 1'b1};         
            d6 <= {1'b0, 4'b0000, 1'b1};               
            d5 <= {1'b1, D_minutes , 1'b1};       
            d4 <= {1'b1, U_minutes , 1'b1};       
            d3 <= {1'b0, 4'b0000, 1'b1};               
            d2 <= {1'b1, D_seconds , 1'b1};       
            d1 <= {1'b1, U_seconds , 1'b1};       
        end
        SET_MINUTES: begin
            d8 <= {1'b1, D_hours , 1'b1};         
            d7 <= {1'b1, U_hours , 1'b1};         
            d6 <= {1'b0, 4'b0000, 1'b1};               
            d5 <= {pulse_500ms, D_minutes , 1'b1};       
            d4 <= {pulse_500ms, U_minutes , 1'b1};       
            d3 <= {1'b0, 4'b0000, 1'b1};               
            d2 <= {1'b1, D_seconds , 1'b1};       
            d1 <= {1'b1, U_seconds , 1'b1};       
        end
        SET_SECONDS: begin
            d8 <= {1'b1, D_hours , 1'b1};         
            d7 <= {1'b1, U_hours , 1'b1};         
            d6 <= {1'b0, 4'b0000, 1'b1};               
            d5 <= {1'b1, D_minutes , 1'b1};       
            d4 <= {1'b1, U_minutes , 1'b1};       
            d3 <= {1'b0, 4'b0000, 1'b1};               
            d2 <= {pulse_500ms, D_seconds , 1'b1};       
            d1 <= {pulse_500ms, U_seconds , 1'b1};       
        end
    endcase
end
endmodule
</file>
==> Slide: Implementation Results <==
Physical Implementation Snapshot

Setup path
  • Crit path launch type: input pin
  • Path depth of the worst reg2reg path: 7
  • Crit end category: flip-flop
  • Flop-to-flop setup slack: 1.64 ns
  • Worst setup path start: add_button
  • CP arrival: 2.98 ns
  • Worst Path Max Fanout: 12
  • Setup CP Type: in -> reg
  • Worst EP required: roughly 4.4 ns
  • FF-to-FF End: D_seconds[1]
  • RR Startpoint: D_seconds[0]

CTS
  • Max Buffers Root-to-Sink: 2
  • CTS tree: done
  • Clk latency late pin: between 0.3 and 0.4 ns
  • Resized cells post-CTS: 0
  • # hold bufs at CTS: 0
  • Post-CTS Setup Inserts: 0
  • CTS clk-pin slew, worst paths: 0.10 ns
  • H-tree Lvls: 2
  • Root buf cell: clkbuf_8
  • Clk sinks: ~55
  • CTS buffer count: 5

Logic synthesis
  • Yosys cell count: between 300 and 400
  • Registers, synthesis: 55
  • Async S/R FF share, synth: 0.509
  • Ys flop type: edfxtp_1
  • Syn Area/Cell: approximately 10 um^2
  • Synth warn: 1
  • Sequential element share of the synthesized area: 0.481
  • Synthesized area: 3150 um^2
  • EDFF count, synth: 27
  • Chip Area, Yosys: 3150 um^2
  • Distinct cells, synth: 56
  • Syn Inst Count: slightly above 300

Power
  • Max VDD drop: 0.135 mV
  • Power density cells: 256 nW/um^2
  • Tot Pwr: 953 uW
  • Leakage: 0.00147 uW

Timing
  • Worst-case hold slack: 0.491 ns
  • Final hold violation count: 0
  • Setup tns final: 0 ns
  • Endpoints failing setup: 0
  • Max Clk Rate: 361 MHz
  • Final worst-path cycle share: 0.660
  • Crit path time final: 2.77 ns
  • Slew of the pin with the lowest slew margin: 0.668 ns
  • Final WS setup: 1.43 ns
  • Slew headroom: 0.554
  • Worst clock skew: 0.00864 ns
  • Slew Limit Fails: 0
  • RSZ-0062 raised after global routing: no

Run status
  • Outcome: complete, no violations

Placed design
  • I/O Buffers: 44
  • Placer Congestion: 0.907
  • Worst slack, placed: 1.12 ns
  • DP Wirelength: between 4000 and 5000 um

Final layout
  • Most instantiated logic cells after routing: clkdlybuf4s50_1, nand2_1, dfrtp_1, edfxtp_1, nor2_1
  • Layout cell share with drive strength beyond 1: 0.0920
  • Commonest Layout Cell: clkdlybuf4s50_1
  • Fin util: 0.364
  • FILL cells: 974
  • Area of the multi-input gates: 1420 um^2
  • Storage cell area: 1510 um^2
  • Synth-to-Final Area Change: 18.5%

Route
  • Starting DRT DRC Count: 170
  • N_diodes: 0
  • Total wire length: 6170 um
  • Post-DR wirelength/cell: 12.7 um
  • 1st-pass router iterations: 10
  • Vias per cell: 4.86
  • Post-route ant nets: 0
  • DRC: 0
  • DR vias: 2352

Floorplanning
  • Total die size: 10900 um^2
  • Chip Width: 104 um
  • Pre-Place Util: 0.308
  • I/O pin count: 63
  • Core outline area: ~10000 um^2
  • Rows: 37
  • Die Ht: 104 um

Min path
  • Path type of the worst min-delay path: reg -> reg
  • Worst Min Path Start: D_hours[0]
  • Worst Hold Path EP: d8[1]
  • Hold Crit Depth: 0

GRT
  • GRT Overall Usage: 0.121
  • Largest net degree at the start of global routing: 29
  • Vias in the first global route: about 2200
  • First-pass GRT wire length: 10400 um
  • Antenna violations before repair: 0
  • Overflow after GRT: 0

Run
  • OpenROAD warning count: 32
  • Max_cap viols: 0
-- cell type report --
type | count | share of cell area
well taps | 136 | 0.0456
multi-input cells | 223 | 0.380
repair buffers | 46 | 0.122
inverters | 16 | 0.0161
flip-flops and latches | 55 | 0.406
clock buffers | 5 | 0.0185
clock inverters | 3 | 0.0121
-- stage by stage --
step | area (um^2) | instances
after floorplan | 3210 | 327
after global routing | 3730 | 484
final | 3730 | 484
after detailed placement | 3610 | 476
after global placement | 3610 | 476
after CTS | 3730 | 484
-- cell families (layout without fill, tap and decap cells) --
kind of cell,count (synthesis),in the layout,synth area share
flip-flops,55,55,0.481
multiplexers,13,13,0.0449
buffers and inverters,49,70,0.0883
XOR/XNOR,2,2,0.00557
adder cells (fa/ha/maj),13,13,0.0517
AND-OR/OR-AND,70,70,0.159
AND/OR/NAND/NOR,107,107,0.167
other,2,18,0.00239
-- sequential cells by signal, summed over array words and instances, names as in the netlist, named ones only --
register	count
D_hours	4
D_minutes	4
D_seconds	4
U_hours	4
U_minutes	4
U_seconds	4
d1	5
d2	4
d4	5
d5	4
d7	4
d8	5
-- critical path: stages --
cell and delay [ns]:
clkdlybuf4s50_1 0.62, nor2b_1 0.63, a221oi_1 0.20, buf_4 0.21
and2_1 0.20, mux2_2 0.27
-- how the worst max path moves through the flow --
| stage | cells past startpoint | to | slack (ns) |
|---|---|---|---|
| 6_report | 6 | D_minutes[1] | 1.43 |
| 5_1_grt | 6 | D_minutes[1] | 1.30 |
| 4_1_cts | 6 | D_minutes[1] | 1.45 |
-- metal layers --
metal	wire length, um	track usage
met4	147	0.0265
met3	319	0.0205
met1	2970	0.193
met2	2730	0.176
met5	0	0
-- power breakdown --
part           total [uW]  switching [uW]  internal (uW)
registers             564            1.94            562
logic                25.9            15.7           10.2
clock network         363             183            181
total                 953             200            753
-- cell usage after synthesis (3+ instances only) --
cell      count  area, um^2
nand2_1      31         116
a21oi_1       7        35.0
o21ai_0      15        75.1
ha_1         13         163
buf_2         4        20.0
a22oi_1       3        22.5
nor3_1       12        60.1
nand3_1       9        45.0
o211ai_1      4        30.0
nand2b_1      5        31.3
nor2_1       26        97.6
buf_4        21         158
nand4_1       3        18.8
mux2i_1       4        40.0
clkbuf_1      7        26.3
a31oi_1      10        62.6
nor2b_1       4        25.0
edfxtp_1     27         811
mux2_2        9         101
dfrtp_1      27         676
inv_1        16        60.1
o31ai_1       7        52.6
Power figures rest on the tool's default switching activity, not on a simulated workload.
